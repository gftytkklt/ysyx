--- design.v ---
`timescale 1ns / 1ps
module S011HD1P_X32Y2D128_BW(
    Q, CLK, CEN, WEN, BWEN, A, D
);
parameter Bits = 128;
parameter Word_Depth = 64;
parameter Add_Width = 6;
parameter Wen_Width = 128;
output reg [Bits-1:0] Q;
input                 CLK;
input                 CEN;
input                 WEN;
input [Wen_Width-1:0] BWEN;
input [Add_Width-1:0] A;
input [Bits-1:0]      D;
wire cen  = ~CEN;
wire wen  = ~WEN;
wire [Wen_Width-1:0] bwen = ~BWEN;
reg [Bits-1:0] ram [0:Word_Depth-1];
always @(posedge CLK) begin
    if(cen && wen) begin
        ram[A] <= (D & bwen) | (ram[A] & ~bwen);
    end
    Q <= cen && !wen ? ram[A] : {4{$random}};
end
endmodule
--- run.sh ---
#!/bin/bash
# OpenROAD 26Q1-2900-gdf79404cd8, Yosys 0.63+post, stock flow scripts
make -C /OpenROAD-flow-scripts/flow DESIGN_CONFIG=/design/flow/config.mk WORK_HOME=/design/flow/orfs finish
--- config.mk ---
export PLATFORM = sky130hd
export DESIGN_NAME = S011HD1P_X32Y2D128_BW
export DESIGN_NICKNAME = S011HD1P_X32Y2D128_BW
export VERILOG_FILES = /design/flow/design.v
export SDC_FILE = /design/flow/constraint.sdc
export NUM_CORES = 4
export LEC_CHECK = 1
export CORE_UTILIZATION = 30
export SYNTH_MEMORY_MAX_BITS = 65536
--- constraint.sdc ---
current_design S011HD1P_X32Y2D128_BW

set clk_period 105.2
set clk_io_pct 0.2

create_clock -name clk0 -period $clk_period [get_ports {CLK}]

set non_clock_inputs [all_inputs -no_clocks]
set_input_delay [expr $clk_period * $clk_io_pct] -clock clk0 $non_clock_inputs
set_output_delay [expr $clk_period * $clk_io_pct] -clock clk0 [all_outputs]
==> results.toml <==
# generated from flow reports
[global_routing]
grt.total_usage_pct = 21.41
grt_max_degree = 109
grt_pass1_vias = 200500
grt_antenna_before_repair = 53
overflow = 0
grt_pass1_wl_um = 1527000

[yosys]
synth-edff-count = 8192
synth_cell_types = 72
yosys_cells = 18970
postSynthSeqShare_pct = 77.01
top_area_share_pct = 76.21
syn_area_um2 = 322800
async_flop_share_pct = 0
netlist_instances = 18970
flop_cell = "edfxtp_1"
synth_warnings = 3
area_leaders = "edfxtp_1, a22oi_1, mux2i_1, mux2_2, o22ai_1"
numSynthFlops = 8320
ys_area_um2 = 322800
synth_area_leader_cell = "edfxtp_1"
syn_avg_cell_area_um2 = 17.01

[run]
tool_warnings = 34
max-cap-violations = 1

[clocking]
numCtsBuffers = 858
cts_max_path_buffers = 5
cts.sinks = 8320
cts_root_buf = "clkbuf_16"
tritoncts = "done"
postCtsSetupRepairBufs = 0
clock_latency_ns = 1.21
path_clk_slew_ns = 0.06
cts_resized = 0
htreeDepth = 6
cts_hold_buf = 0

[final_timing]
holdWs_ns = 0.7196
fin_setup_tns_ns = 0
slew_headroom_pct = -7.289
slew_violations = 19
worst_slack_ns = 78.28
setup_viol = 0
rsz0062_at_grt = "false"
period_needed_ns = 26.92
hold_violations = 0
finalCritPeriodShare_pct = 25.59
max_freq_ghz = 0.03715
skew_ns = 0.1206
tightest_slew_ns = 1.603

[placed_design]
place_inst = 33260
gp_congestion = 0.9004
pre_cts_ws_ns = 77.25
io_buffers = 392
dp_hpwl_um = 635700

[detailed_routing]
vias = 191200
viasPerCell = 5.472
drc = 0
drt-total-wl_um = 1105000
antenna_left = 0
drtPass1Iterations = 9
wl_per_cell_um = 31.61
drt_iter0_drc = 14520

[finish]
layout_top_cell = "edfxtp_1"
register_area_um2 = 248600
fin_cells = 34950
drive_gt1_share_pct = 17.18
area_growth_pct = 16.77
logic_area_um2 = 70490
nFillCells = 98620
lay_top_cells = "edfxtp_1, a22oi_1, buf_4"

[setup_path]
path_max_fanout = 78
worstPathArrival_ns = 27.78
required_ns = 106.06
end_kind = "register"
reg2reg_depth = 8
critPathLaunch = "A[2]"
rr_startpoint = "ram[16][121]$_DFFE_PP_"
path_class = "in2reg"
start_kind = "input pin"

[pwr]
p_leak_nw = 116.5
irDropWorstVdd_mv = 0.01705
p_per_area_nw_per_um2 = 19.02
power_mw = 7.168

[hold_path]
min_path_cells = 4
hp-start = "ram[26][35]$_DFFE_PP_"
hold_path.class = "reg2reg"

[die]
placementRows = 380
die_area_um2 = 1080000
pin_count = 393
dieHeight_um = 1039
fp_util_pct = 30.12
core_um2 = 1072000
die_w_um = 1039

[outcome]
violations = "max-capacitance violations, max-slew violations"
status = "complete, but fails checks"
cells in the mapped netlist (159+ instances only):
cell type,count
a22oi_1,1232
clkbuf_1,971
o22ai_1,668
buf_2,317
or3b_2,390
a21oi_1,787
nand2_1,410
mux2i_1,854
a221oi_1,234
mux2_2,405
a22o_1,302
nor2_1,441
edfxtp_1,8192
nor3b_1,221
o21ai_0,347
nand3b_1,423
o211ai_1,168
a2111oi_0,185
nand3_1,455
buf_1,159
nand2b_1,221
and3_1,223
cell type report:
| type | count | share of cell area, % |
|---|---|---|
| flip-flops and latches | 8320 | 65.95 |
| multi-input cells | 9158 | 18.70 |
| clock buffers | 1074 | 5.961 |
| well taps | 14330 | 4.755 |
| repair buffers | 1445 | 3.221 |
| clock inverters | 492 | 1.317 |
| diodes | 126 | 0.08366 |
| inverters | 7 | 0.01228 |
worst max-delay path, cell delays in order:
cell	delay [ns]
buf_16	0.29
buf_4	0.57
buf_4	0.63
buf_4	0.72
buf_4	0.60
buf_4	0.61
buf_4	0.62
or3b_2	0.23
a21oi_1	0.07
a2111oi_0	0.67
nand4_1	0.27
nor4b_2	0.50
a21oi_4	0.29
buf_4	0.32
where the power goes:
part	internal, mW	switching (mW)
registers	3.73	0.00375
logic	0.121	0.336
clock network	1.68	1.30
metrics by stage:
step / util, % / area, um2
after floorplan: - / 322800
after global placement: 32.57 / 349100
after detailed placement: 32.58 / 349100
after CTS: 35.14 / 376600
after global routing: 35.16 / 376800
final: 35.17 / 376900
per-layer routing:
layer	wire length, um	share of wire [%]	track usage (%)
met1	323000	29	20.59
met2	488700	44	30.66
met5	4105	0.37	3.571
met4	66010	6.0	10.13
met3	222800	20	19.47
cells by family after synthesis:
kind of cell    count (synthesis)  synth area share (%)
compound gates               4509                 9.874
buf+inv                      1493                 1.917
flops                        8320                 77.01
mux                          1382                 4.914
simple gates                 3267                 6.289
sequential cells by signal, summed over array words and instances (netlist names):
signal  flops
ram      8192
Q         128
path summary, 6_finish.rpt:
path,to,slack (ns)
setup / recovery,ram[24][37]$_DFFE_PP_,78.28
hold reg to reg,Q[35]$_SDFF_PN0_,0.72
setup reg to reg,ram[62][121]$_DFFE_PP_,101.35
hold / removal,Q[35]$_SDFF_PN0_,0.72
Power and IR drop assume default switching activity.

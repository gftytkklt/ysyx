==> ./run.sh <==
#!/bin/bash
# OpenROAD 26Q1-2900-gdf79404cd8, Yosys 0.63+post, stock flow scripts
make -C /OpenROAD-flow-scripts/flow DESIGN_CONFIG=/design/flow/config.mk WORK_HOME=/design/flow/orfs finish
==> ./config.mk <==
export PLATFORM = sky130hd
export DESIGN_NAME = ysyx_22040750_decoder
export DESIGN_NICKNAME = ysyx_22040750_decoder
export VERILOG_FILES = /design/flow/design.v
export SDC_FILE = /design/flow/constraint.sdc
export NUM_CORES = 4
export LEC_CHECK = 1
export CORE_AREA = 10 10 153 153
export DIE_AREA = 0 0 163 163
==> ./constraint.sdc <==
current_design ysyx_22040750_decoder

set clk_period 7.9
set clk_io_pct 0.2

create_clock -name clk0 -period $clk_period

set non_clock_inputs [all_inputs -no_clocks]
set_input_delay [expr $clk_period * $clk_io_pct] -clock clk0 $non_clock_inputs
set_output_delay [expr $clk_period * $clk_io_pct] -clock clk0 [all_outputs]
==> ./design.v <==
`timescale 1ns / 1ps
module ysyx_22040750_decoder(
    input [31:0] I_inst,
    output [63:0] O_imm,
    input [63:0] I_rs1_data,
    output [4:0] O_rs1,
    input [63:0] I_rs2_data,
    output [4:0] O_rs2,
    output [4:0] O_rd,
    output O_reg_wen,
    output O_mem_wen,
    output [7:0] O_mem_wstrb,
    output [8:0] O_mem_rstrb, 
    output [2:0] O_dnpc_sel,
    output [1:0] O_regin_sel,
    output [2:0] O_opnum1_sel,
    output [2:0] O_opnum2_sel,
    output [14:0] O_alu_op_sel,
    output [1:0] O_alu_op_sext,
    output O_word_op_mask,
    output [5:0] O_csr_op_sel,
    output [4:0] O_csr_imm,
    output [11:0] O_csr_addr,
    output O_csr_wen,
    output O_csr_intr,
    output [63:0] O_csr_intr_no,
    output O_csr_mret,
    output [1:0] O_stall_en 
    );
    wire [6:0] funct7;
    wire [6:0] opcode;
    wire [4:0] rs2,rs1,rd;
    wire [2:0] funct3;
    wire [11:0] immI,immS;
    wire [12:0] immB;
    wire [31:0] immU;
    wire [20:0] immJ;
    wire typeI, typeS, typeR, typeB, typeU, typeJ, typeC;
    wire LUI;
    assign LUI = (opcode == 7'b0110111);
    wire AUIPC;
    assign AUIPC = (opcode == 7'b0010111);
    wire JAL;
    assign JAL = (opcode == 7'b1101111);
    wire JALR;
    assign JALR = (opcode == 7'b1100111) && (funct3 == 3'b000);
    wire LD;
    assign LD = (opcode == 7'b0000011) && (funct3 == 3'b011);
    wire LW;
    assign LW = (opcode == 7'b0000011) && (funct3 == 3'b010);
    wire LWU;
    assign LWU = (opcode == 7'b0000011) && (funct3 == 3'b110);
    wire LH;
    assign LH = (opcode == 7'b0000011) && (funct3 == 3'b001);
    wire LHU;
    assign LHU = (opcode == 7'b0000011) && (funct3 == 3'b101);
    wire LB;
    assign LB = (opcode == 7'b0000011) && (funct3 == 3'b000);
    wire LBU;
    assign LBU = (opcode == 7'b0000011) && (funct3 == 3'b100);
    wire ADDI;
    assign ADDI = (opcode == 7'b0010011) && (funct3 == 3'b000);
    wire SLTI;
    assign SLTI = (opcode == 7'b0010011) && (funct3 == 3'b010);
    wire SLTIU;
    assign SLTIU = (opcode == 7'b0010011) && (funct3 == 3'b011);
    wire XORI;
    assign XORI = (opcode == 7'b0010011) && (funct3 == 3'b100);
    wire ORI;
    assign ORI = (opcode == 7'b0010011) && (funct3 == 3'b110);
    wire ANDI;
    assign ANDI = (opcode == 7'b0010011) && (funct3 == 3'b111);
    wire SLLI;
    assign SLLI = (funct7[6:1] == 6'b000000) && (opcode == 7'b0010011) && (funct3 == 3'b001);
    wire SRLI;
    assign SRLI = (funct7[6:1] == 6'b000000) && (opcode == 7'b0010011) && (funct3 == 3'b101);
    wire SRAI;
    assign SRAI = (funct7[6:1] == 6'b010000) && (opcode == 7'b0010011) && (funct3 == 3'b101);
    wire ADDIW;
    assign ADDIW = (opcode == 7'b0011011) && (funct3 == 3'b000);
    wire SLLIW;
    assign SLLIW = (funct7 == 7'b0000000) && (opcode == 7'b0011011) && (funct3 == 3'b001);
    wire SRLIW;
    assign SRLIW = (funct7 == 7'b0000000) && (opcode == 7'b0011011) && (funct3 == 3'b101);
    wire SRAIW;
    assign SRAIW = (funct7 == 7'b0100000) && (opcode == 7'b0011011) && (funct3 == 3'b101);
    wire ADD;
    assign ADD = (funct7 == 7'b0000000) && (opcode == 7'b0110011) && (funct3 == 3'b000);
    wire SUB;
    assign SUB = (funct7 == 7'b0100000) && (opcode == 7'b0110011) && (funct3 == 3'b000);
    wire SLL;
    assign SLL = (funct7 == 7'b0000000) && (opcode == 7'b0110011) && (funct3 == 3'b001);
    wire SLT;
    assign SLT = (funct7 == 7'b0000000) && (opcode == 7'b0110011) && (funct3 == 3'b010);
    wire SLTU;
    assign SLTU = (funct7 == 7'b0000000) && (opcode == 7'b0110011) && (funct3 == 3'b011);
    wire XOR;
    assign XOR = (funct7 == 7'b0000000) && (opcode == 7'b0110011) && (funct3 == 3'b100);
    wire SRL;
    assign SRL = (funct7 == 7'b0000000) && (opcode == 7'b0110011) && (funct3 == 3'b101);
    wire SRA;
    assign SRA = (funct7 == 7'b0100000) && (opcode == 7'b0110011) && (funct3 == 3'b101);
    wire OR;
    assign OR = (funct7 == 7'b0000000) && (opcode == 7'b0110011) && (funct3 == 3'b110);
    wire AND;
    assign AND = (funct7 == 7'b0000000) && (opcode == 7'b0110011) && (funct3 == 3'b111);
    wire MUL;
    assign MUL = (funct7 == 7'b0000001) && (opcode == 7'b0110011) && (funct3 == 3'b000);
    wire MULH;
    assign MULH = (funct7 == 7'b0000001) && (opcode == 7'b0110011) && (funct3 == 3'b001);
    wire MULHSU;
    assign MULHSU = (funct7 == 7'b0000001) && (opcode == 7'b0110011) && (funct3 == 3'b010);
    wire MULHU;
    assign MULHU = (funct7 == 7'b0000001) && (opcode == 7'b0110011) && (funct3 == 3'b011);
    wire DIV;
    assign DIV = (funct7 == 7'b0000001) && (opcode == 7'b0110011) && (funct3 == 3'b100);
    wire DIVU;
    assign DIVU = (funct7 == 7'b0000001) && (opcode == 7'b0110011) && (funct3 == 3'b101);
    wire REM;
    assign REM = (funct7 == 7'b0000001) && (opcode == 7'b0110011) && (funct3 == 3'b110);
    wire REMU;
    assign REMU = (funct7 == 7'b0000001) && (opcode == 7'b0110011) && (funct3 == 3'b111);
    wire ADDW;
    assign ADDW = (funct7 == 7'b0000000) && (opcode == 7'b0111011) && (funct3 == 3'b000);
    wire SUBW;
    assign SUBW = (funct7 == 7'b0100000) && (opcode == 7'b0111011) && (funct3 == 3'b000);
    wire SLLW;
    assign SLLW = (funct7 == 7'b0000000) && (opcode == 7'b0111011) && (funct3 == 3'b001);
    wire SRLW;
    assign SRLW = (funct7 == 7'b0000000) && (opcode == 7'b0111011) && (funct3 == 3'b101);
    wire SRAW;
    assign SRAW = (funct7 == 7'b0100000) && (opcode == 7'b0111011) && (funct3 == 3'b101);
    wire MULW;
    assign MULW = (funct7 == 7'b0000001) && (opcode == 7'b0111011) && (funct3 == 3'b000);
    wire DIVW;
    assign DIVW = (funct7 == 7'b0000001) && (opcode == 7'b0111011) && (funct3 == 3'b100);
    wire DIVUW;
    assign DIVUW = (funct7 == 7'b0000001) && (opcode == 7'b0111011) && (funct3 == 3'b101);
    wire REMW;
    assign REMW = (funct7 == 7'b0000001) && (opcode == 7'b0111011) && (funct3 == 3'b110);
    wire REMUW;
    assign REMUW = (funct7 == 7'b0000001) && (opcode == 7'b0111011) && (funct3 == 3'b111);
    wire SD;
    assign SD = (opcode == 7'b0100011) && (funct3 == 3'b011);
    wire SW;
    assign SW = (opcode == 7'b0100011) && (funct3 == 3'b010);
    wire SH;
    assign SH = (opcode == 7'b0100011) && (funct3 == 3'b001);
    wire SB;
    assign SB = (opcode == 7'b0100011) && (funct3 == 3'b000);
    wire BEQ;
    assign BEQ = (opcode == 7'b1100011) && (funct3 == 3'b000);
    wire BNE;
    assign BNE = (opcode == 7'b1100011) && (funct3 == 3'b001);
    wire BLT;
    assign BLT = (opcode == 7'b1100011) && (funct3 == 3'b100);
    wire BGE;
    assign BGE = (opcode == 7'b1100011) && (funct3 == 3'b101);
    wire BLTU;
    assign BLTU = (opcode == 7'b1100011) && (funct3 == 3'b110);
    wire BGEU;
    assign BGEU = (opcode == 7'b1100011) && (funct3 == 3'b111);
    wire ECALL;
    assign ECALL = (I_inst == 32'h00000073);
    wire EBREAK;
    assign EBREAK = (I_inst == 32'h00100073);
    wire CSRRW;
    assign CSRRW = (opcode == 7'b1110011) && (funct3 == 3'b001);
    wire CSRRS;
    assign CSRRS = (opcode == 7'b1110011) && (funct3 == 3'b010);
    wire CSRRC;
    assign CSRRC = (opcode == 7'b1110011) && (funct3 == 3'b011);
    wire CSRRWI;
    assign CSRRWI = (opcode == 7'b1110011) && (funct3 == 3'b101);
    wire CSRRSI;
    assign CSRRSI = (opcode == 7'b1110011) && (funct3 == 3'b110);
    wire CSRRCI;
    assign CSRRCI = (opcode == 7'b1110011) && (funct3 == 3'b111);
    wire MRET;
    assign MRET = (I_inst == 32'h30200073);
    wire csr_rd_gpr;
    assign csr_rd_gpr = CSRRW | CSRRS | CSRRC;
    assign O_stall_en[1] = (typeI | typeS | typeR | typeB | csr_rd_gpr) && (rs1 != 0);
    assign O_stall_en[0] = (typeS | typeR | typeB) && (rs2 != 0);
    assign funct7 = I_inst[31:25];
    assign opcode = I_inst[6:0];
    assign rd = I_inst[11:7];
    assign funct3 = I_inst[14:12];
    assign rs1 = I_inst[19:15];
    assign rs2 = I_inst[24:20];
    assign immI = I_inst[31:20];
    assign immS = {I_inst[31:25], I_inst[11:7]};
    assign immB = {I_inst[31], I_inst[7], I_inst[30:25], I_inst[11:8],1'b0};
    assign immU = {I_inst[31:12],12'b0};
    assign immJ = {I_inst[31],I_inst[19:12],I_inst[20],I_inst[30:21],1'b0};
    assign O_rs1 = rs1;
    assign O_rs2 = rs2;
    assign O_rd = rd;
    assign O_csr_addr = I_inst[31:20];
    assign O_csr_imm = I_inst[19:15];
    assign typeI = (opcode == 7'b1100111) || (opcode == 7'b0000011) || (opcode == 7'b0010011) || (opcode == 7'b0011011);
    assign typeS = (opcode == 7'b0100011);
    assign typeB = (opcode == 7'b1100011);
    assign typeU = (opcode == 7'b0010111) || (opcode == 7'b0110111);
    assign typeJ = (opcode == 7'b1101111);
    assign typeR = (opcode == 7'b0110011) || (opcode == 7'b0111011);
    assign typeC = (opcode == 7'b1110011);
    assign O_imm = ({64{typeI}} & {{52{immI[11]}},immI})
                    | ({64{typeS}} & {{52{immS[11]}},immS})
                    | ({64{typeB}} & {{51{immB[12]}},immB})
                    | ({64{typeU}} & {{32{immU[31]}},immU})
                    | ({64{typeJ}} & {{43{immJ[20]}},immJ});
    assign O_csr_op_sel = {CSRRW, CSRRS, CSRRC, CSRRWI, CSRRSI, CSRRCI};
    wire [63:0] NO;
    assign NO = ECALL ? 64'hb : EBREAK ? 64'h4 : 64'h0;
    assign O_csr_wen = CSRRW | CSRRS | CSRRC | CSRRWI | CSRRSI | CSRRCI;
    assign O_csr_intr = ECALL | EBREAK;
    assign O_csr_intr_no = NO;
    assign O_csr_mret = MRET;
    wire regin_from_mem;
    assign regin_from_mem = (opcode == 7'b0000011);
    assign O_regin_sel[1] = O_reg_wen & regin_from_mem;
    assign O_regin_sel[0] = O_reg_wen & (~regin_from_mem);
    assign O_reg_wen = typeR | typeI | typeU | typeJ | O_csr_wen;
    assign O_mem_wen = typeS;
    assign O_mem_wstrb = ({8{SD}} & 8'b11111111)
    		       | ({8{SW}} & 8'b00001111)
    		       | ({8{SH}} & 8'b00000011)
    		       | ({8{SB}} & 8'b00000001);
    assign O_mem_rstrb[8] = LW | LH | LB;  
    assign O_mem_rstrb[7:4] = {4{LD}};
    assign O_mem_rstrb[3:2] = {2{LD | LW | LWU}};
    assign O_mem_rstrb[1] = LD | LW | LWU | LH | LHU;
    assign O_mem_rstrb[0] = LD | LW | LWU | LH | LHU | LB | LBU;
    wire typeB_jr;
    wire csr_jr;
    wire eq, neq, lt, ge, ltu, geu;
    assign eq = I_rs1_data == I_rs2_data;
    assign neq = ~eq;
    assign ltu = I_rs1_data < I_rs2_data;
    assign geu = ~ltu;
    assign lt = ($signed(I_rs1_data)) < ($signed(I_rs2_data));
    assign ge = ~lt;
    assign typeB_jr = (BEQ&eq) | (BNE&neq) | (BLT&lt) | (BGE&ge) | (BLTU&ltu) | (BGEU&geu);
    assign csr_jr = ECALL | EBREAK | MRET;
    assign O_dnpc_sel[2] = csr_jr;
    assign O_dnpc_sel[1] = JALR;
    assign O_dnpc_sel[0] = ~(JALR | JAL | typeB_jr | csr_jr);
    localparam OP_ADD = 15'b000_0000_0000_0001;
    localparam OP_SUB = 15'b000_0000_0000_0010;
    localparam OP_SLT = 15'b000_0000_0000_0100;
    localparam OP_SLTU = 15'b000_0000_0000_1000;
    localparam OP_XOR = 15'b000_0000_0001_0000;
    localparam OP_OR = 15'b000_0000_0010_0000;
    localparam OP_AND = 15'b000_0000_0100_0000;
    localparam OP_SLL = 15'b000_0000_1000_0000;
    localparam OP_SRL = 15'b000_0001_0000_0000;
    localparam OP_SRA = 15'b000_0010_0000_0000;
    localparam OP_MUL = 15'b000_0100_0000_0000;
    localparam OP_MULH = 15'b000_1000_0000_0000;
    localparam OP_DIV = 15'b001_0000_0000_0000;
    localparam OP_REM = 15'b010_0000_0000_0000;
    localparam OP_CSR = 15'b100_0000_0000_0000;
    assign O_word_op_mask = (opcode == 7'b0011011) || (opcode == 7'b0111011);
    assign O_alu_op_sext[1] = MUL | MULH | MULHSU | DIV | REM | MULW | DIVW | REMW;
    assign O_alu_op_sext[0] = MUL | MULH | DIV | REM | MULW | DIVW | REMW;
    wire add_flag;
    wire ld_flag;
    assign ld_flag = (opcode == 7'b0000011);
    assign add_flag = (typeU | typeB | typeS | ld_flag | JAL | JALR | ADDI | ADDIW | ADD | ADDW);
    wire sub_flag;
    assign sub_flag = SUB | SUBW;
    wire slt_flag;
    assign slt_flag = SLTI | SLT;
    wire sltu_flag;
    assign sltu_flag = SLTIU | SLTU;
    wire xor_flag;
    assign xor_flag = XORI | XOR;
    wire or_flag;
    assign or_flag = ORI | OR;
    wire and_flag;
    assign and_flag = ANDI | AND;
    wire sll_flag;
    assign sll_flag = SLLI | SLL | SLLIW | SLLW;
    wire srl_flag;
    assign srl_flag = SRLI | SRL | SRLIW | SRLW;
    wire sra_flag;
    assign sra_flag = SRAI | SRA | SRAIW | SRAW;
    wire mul_flag;
    assign mul_flag = MUL | MULW;
    wire mulh_flag;
    assign mulh_flag = MULH | MULHSU | MULHU;
    wire div_flag;
    assign div_flag = DIV | DIVU | DIVW | DIVUW;
    wire rem_flag;
    assign rem_flag = REM | REMU | REMW | REMUW;
    wire csr_flag;
    assign csr_flag = typeC;
    assign O_alu_op_sel = (OP_ADD & {15{add_flag}})
    			| (OP_SUB & {15{sub_flag}})
    			| (OP_SLT & {15{slt_flag}})
    			| (OP_SLTU & {15{sltu_flag}})
    			| (OP_XOR & {15{xor_flag}})
    			| (OP_OR & {15{or_flag}})
    			| (OP_AND & {15{and_flag}})
    			| (OP_SLL & {15{sll_flag}})
    			| (OP_SRL & {15{srl_flag}})
    			| (OP_SRA & {15{sra_flag}})
    			| (OP_MUL & {15{mul_flag}})
    			| (OP_MULH & {15{mulh_flag}})
    			| (OP_DIV & {15{div_flag}})
    			| (OP_REM & {15{rem_flag}})
                | (OP_CSR & {15{csr_flag}});
    localparam OP1_RS1 = 3'd1;
    localparam OP1_PC = 3'd2;
    localparam OP1_ZERO = 3'd4;
    wire rs1_flag, pc_flag, zero_flag;
    assign rs1_flag = typeR | (typeI & (~JALR)) | typeS | typeC;
    assign pc_flag = typeB | typeJ | AUIPC | JALR;
    assign zero_flag = LUI;
    assign O_opnum1_sel = OP1_RS1 & {3{rs1_flag}}
                        | OP1_PC & {3{pc_flag}}
                        | OP1_ZERO & {3{zero_flag}};
    localparam OP2_RS2 = 3'd1;
    localparam OP2_IMM = 3'd2;
    localparam OP2_FOUR = 3'd4;
    wire rs2_flag, imm_flag, four_flag;
    assign rs2_flag = typeR;
    assign imm_flag = (typeI & (~JALR)) | typeS | typeB | typeU;
    assign four_flag = JALR | typeJ;
    assign O_opnum2_sel = OP2_RS2 & {3{rs2_flag}}
                        | OP2_IMM & {3{imm_flag}}
                        | OP2_FOUR & {3{four_flag}};
endmodule
==> job_summary.md <==
## Synthesis and layout report

| Metric | Value |
|---|---|
| Initial antenna violation count | `0` |
| DRT iter0 DRCs | `231` |
| Vias in the first global route | `between 4000 and 5000` |
| DRT Pass-1 Iters | `4` |
| IO Port Bufs | `319` |
| Relative slew margins | `42.37%` |
| Fin. Hold Viols | `0` |
| First-pass GRT wire length | `26.25 mm` |
| GRT overflow | `0` |
| Metal3 WL | `1.451 mm` |
| Critical path class | `in -> out` |
| RSZ-0062 raised after global routing | `no` |
| Routed vias/inst | `4.041` |
| Routed Antenna Nets | `0` |
| Top cells by area | `buf_4 (31%), ha_1 (20%), inv_1 (6.9%), a21o_1 (4.3%), a21oi_1 (3.5%)` |
| Ports | `379` |
| Tmin final | `6185 ps` |
| WL met2 | `between 8 and 9 mm` |
| Worst setup SP type | `input port` |
| Fill count | `~2200` |
| Routed length per instance | `17.01 µm` |
| CP required | `6320 ps` |
| Setup TNS | `0 ps` |
| Area growth syn-to-layout | `61.06%` |
| Mapped Cells | `just under 600` |
| Routed length on met1 | `just under 8 mm` |
| Crit path DAT | `4610 ps` |
| Storage cell area | `0 µm²` |
| Die height | `163 µm` |
| Die X | `around 160 µm` |
| Final wirelength | `17.98 mm` |
| Top-area cell share | `31.19%` |
| Tool warning count | `32` |
| Share of cells above drive strength 1 | `2.414%` |
| DIE AREA | `26570 µm²` |
| Core area | `20170 µm²` |
| Dpl cells | `1057` |
| Worst vdd ir | `0.00001228 V` |
| CTS Hold Buffers Added | `0` |
| Min-Delay Path Class | `in -> out` |
| GP Congestion | `0.8612` |
| Fin util | `32.10%` |
| Leak | `2.954 nW` |
| CP endpoint kind | `primary output` |
| Period utilisation layout | `78.30%` |
| Total Power | `223.5 µW` |
| Seq cells | `0` |
| Max-slew violation count | `0` |
| GRT Total Usage | `about an eighth` |
| Power Density | `34.52 nW/µm²` |
| Post-CTS Repair Setup Buffers | `0` |
| Layout Cells excl Fill | `about 1100` |
| Yosys warning total | `0` |
| Clock buf count | `0` |
| Pre-CTS setup slack | `1665 ps` |
| Status | `finished, final reports clean` |
| Max-cap violations | `0` |
| Cell Area, Synth | `between 4000 and 5000 µm²` |
| Via count | `between 4000 and 5000` |
| Synth Seq Share | `0%` |
| Post-synth cell types | `55` |
| Post-synth top area cell | `buf_4` |
| # DRC | `0` |
| Post-cts resize count | `0` |
| Chip Area, Yosys | `roughly 4000 µm²` |
| Max Clk Rate | `roughly 0.16 GHz` |
| Ys cells | `587` |
| Largest net degree at the start of global routing | `34` |
| Tightest Pin Transition | `roughly 860 ps` |
| Hpwl dp | `16.56 mm` |
| Floorplan utilization | `19.93%` |
| FP Rows | `approximately 52` |
| Final setup vio count | `0` |
| Avg Inst Size Synth | `~6.8 µm²` |
| Top sig layer | `met3` |
| Setup slack after layout | `1715 ps` |
| Crit path max fanout | `14` |
| N_diodes | `0` |
[where the power goes]
group | total, mW | leakage, nW | switching [mW] | internal (mW)
clock | 0 | 0 | 0 | 0
sequential | 0 | 0 | 0 | 0
combinational | 0.223 | 2.95 | 0.0860 | 0.137
total | 0.223 | 2.95 | 0.0860 | 0.137
[cells by family after synthesis]
kind of cell | Yosys count | share of synthesized area (%)
fa+ha+maj | 64 | 19.92
simple gates | 169 | 23.56
xor+xnor | 2 | 0.4358
other cells | 1 | 0.09328
buf+inv | 254 | 39.56
compound gates | 97 | 16.43
[path summary, 6_finish.rpt]
check,endpoint,from,slack [ps],cells past startpoint
worst max-delay path,O_imm[18],I_inst[3],1710,8
worst min-delay path,O_rs1[1],I_inst[16],4050,2
[layer usage]
metal  vias to the layer above  track usage, %
li1                       2188               -
met1                      1900           16.56
met2                       183           21.00
met3                         0           3.285
met4                         0               0
met5                         -               0
[metrics by stage]
stage          area [µm²]  hold WS [ps]
6_report             6475          4048
5_1_grt              6475          4071
4_1_cts              6475          4059
3_5_place_dp         6475          4054
3_3_place_gp         6475          4065
2_1_floorplan        4242          3223
[cells in the final DEF (no fill, tap or decap), types with 2 or more instances in the layout]
master and count:
a211oi_1 4, a21o_1 23, a21oi_1 28, a221oi_1 4
a22o_1 5, a31oi_1 3, and2_1 8, and3_1 3
and4_1 2, buf_4 2, clkdlybuf4s50_1 319, conb_1 60
ha_1 64, inv_1 74, nand2_1 26, nand2b_1 2
nand3_1 20, nand4_1 15, nor2_1 36, nor2b_1 3
nor3_1 19, nor3_2 2, nor3b_1 2, nor4_1 5
nor4_2 4, o21ai_0 11, o21ai_1 3, o21bai_1 3
o31a_1 2, or3_1 7, or4_1 4, or4_4 2
[worst max-delay path, cell delays in order]
cell and delay [ps]:
clkdlybuf4s50_1 630, nand4bb_1 360, or4_1 620, nand2_2 210, nor2_1 70, nor2b_1 500, a21o_1 160, clkdlybuf4s50_1 460
[Yosys cell counts (all sizes together), types with 4 or more instances]
cell type / n
a21o: 24
nand3: 20
or4: 6
and2: 9
nor3: 21
clkbuf: 5
a22o: 5
buf: 175
o21ai: 14
or3: 7
nor2: 37
a21oi: 29
a221oi: 4
ha: 64
a211oi: 4
nor4: 9
nand2: 27
nand4: 17
inv: 74
[area by class of cell]
class | instances | area, µm² | share of cell area, %
Tap cell | 270 | 337.8 | 5.217
Timing Repair Buffer | 321 | 3208 | 49.55
Inverter | 74 | 277.8 | 4.290
Multi-Input combinational cell | 392 | 2651 | 40.95
Power is estimated from default activity; no workload was simulated.

==> flow/design.v <==
`timescale 1ns / 1ps
module mux_Nbit_Msel#(
    parameter N = 64,
    parameter M = 4
    )(
    input [N*M-1:0] I_sel_data,
    input [M-1:0] I_sel,
    output reg [N-1:0] O_sel_data
    );
    wire [N-1:0] sel_data [0:M-1];
    generate
    	for(genvar i = 0;i<M;i=i+1) begin
    	    assign sel_data[i] = I_sel_data[i*N +: N];  
    	end
    endgenerate
    always @(*) begin
    	O_sel_data = 0;
    	for (integer i=0;i<M;i=i+1) begin
    	    O_sel_data = O_sel_data | ({N{I_sel[i]}} & sel_data[i]);
    	end
    end
endmodule
==> flow/run.sh <==
#!/bin/bash
# OpenROAD 26Q1-2900-gdf79404cd8, Yosys 0.63+post, stock flow scripts
make -C /OpenROAD-flow-scripts/flow DESIGN_CONFIG=/design/flow/config.mk WORK_HOME=/design/flow/orfs finish
==> flow/config.mk <==
export PLATFORM = sky130hd
export DESIGN_NAME = mux_Nbit_Msel
export DESIGN_NICKNAME = mux_Nbit_Msel
export VERILOG_FILES = /design/flow/design.v
export SDC_FILE = /design/flow/constraint.sdc
export NUM_CORES = 4
export LEC_CHECK = 1
export CORE_AREA = 10 10 132 132
export DIE_AREA = 0 0 142 142
==> flow/constraint.sdc <==
current_design mux_Nbit_Msel

set clk_period 1.0
set clk_io_pct 0.2

create_clock -name clk0 -period $clk_period

set non_clock_inputs [all_inputs -no_clocks]
set_input_delay [expr $clk_period * $clk_io_pct] -clock clk0 $non_clock_inputs
set_output_delay [expr $clk_period * $clk_io_pct] -clock clk0 [all_outputs]
==> impl_metrics.json <==
{
  "drtIter0Drc": 159,
  "postLayoutCoreUtil": 0.3901,
  "min-delay-start": "I_sel_data[71]",
  "grt_max_degree": 26,
  "vias": 3401,
  "antenna_found_initial": 1,
  "grt_pass1_vias": 3828,
  "post-synth-top-area-fraction": 0.5093,
  "path_max_fanout": 8,
  "finalHoldViolations": 0,
  "cp.arrival_ns": 1.05,
  "dieWidth_um": 142,
  "ys_cells": 220,
  "floorplanUtilization": 0.1116,
  "gp_congestion": 0.8734,
  "max-slew-margin-rel": 0.7691,
  "yosys_area_mm2": 0.001622,
  "worst_pin_slew_ns": 0.3463,
  "fin_cells": 753,
  "cp-end-kind": "output port",
  "synthTopCellsByCount": "a22oi_1, nand2_1, buf_6",
  "dp_cells": 720,
  "pwr_density_cell_mw_per_mm2": 402.9,
  "warnings": 34,
  "finalSetupViolCount": 64,
  "top_area_cell": "a22oi_1",
  "post-place-ws_ns": -0.7172,
  "cp.required_ns": 0.80,
  "fmax_ghz": 0.8019,
  "io_buffers": 324,
  "syn_inst": 220,
  "finalClockPeriodUsage": 1.247,
  "routed_via_density": 4.517,
  "avgSynthCellArea_um2": 7.371,
  "antenna_left": 0,
  "core_mm2": 0.01453,
  "comb_area_mm2": 0.001622,
  "dieArea_mm2": 0.02016,
  "drive_above_1_share": 0.3580,
  "overflow": 0,
  "ys_types": 5,
  "area_growth_pct": 249.6,
  "dr.pass1.iters": 4,
  "synth_seq_share": 0,
  "maxSlewViolCount": 0,
  "fin_ws_ns": -0.2470,
  "post-route-drc-count": 0,
  "drv_cap": 0,
  "status": "finished with violations",
  "grtUsageTotal": 0.1498,
  "hold_class": "primary input to output port",
  "grt_pass1_wl_um": 23410,
  "nFillCells": 1431,
  "postCtsHoldBufs": 0,
  "ir_drop_v": 0.0002210,
  "wire_per_inst_um": 21.92,
  "die_y_um": 142,
  "ff_count": 0,
  "p_leak_uw": 0.002827,
  "ios": 324,
  "crit_type": "primary input to output port",
  "synth.most_common_cell": "a22oi_1",
  "min_period_ns": 1.247,
  "finalWirelength_um": 16510,
  "synth_area_mm2": 0.001622,
  "num_rows": 44,
  "place.detailed.hpwl_um": 11730,
  "area_leaders": "a22oi_1, buf_6, nand2_1, a22oi_2, clkbuf_8",
  "regArea_um2": 0,
  "startpoint": "I_sel[2]",
  "rsz0062_at_grt": "true",
  "crit_path_start_kind": "primary input",
  "violations": "setup timing",
  "yosys_warnings": 1,
  "nClkBuffers": 0
}
[layer usage]
layer / GRT usage / vias up / wire (µm)
li1: - / 1606 / -
met5: 0 / - / 0
met1: 0.1721 / 1596 / 6411
met3: 0.05352 / 8 / 1613
met4: 0.01721 / 0 / 127
met2: 0.2669 / 191 / 8354
[per-stage QoR]
step | hold WS [ns] | cell area (µm²) | power [µW] | TNS [ns]
floorplan | 0.4641 | 1622 | 570.6 | 0
global placement | 1.149 | 4995 | 2178 | -34.13
detailed placement | 1.164 | 4995 | 2186 | -34.24
CTS | 0.7336 | 5575 | 2330 | -11.12
global route | 0.7177 | 5667 | 2452 | -12.42
finish | 0.6836 | 5669 | 2284 | -9.435
[cell usage in the layout (no fill, tap or decap)]
master	count
buf_16	20
buf_2	64
dlymetal6s2s_1	39
a22oi_1	44
buf_8	6
nand2_1	64
buf_12	12
buf_6	10
clkdlybuf4s50_1	46
dlygate4sd2_1	171
diode_2	2
buf_4	7
a22oi_2	84
[timing repair]
action | 4_1_cts | 5_1_grt
endpoints found under the setup margin | 64 | 64
setup buffers | 17 | 1
pin swaps | 169 | 69
gates resized | 496 | 48
gates cloned | 18 | 0
[where the power goes]
group	leakage, µW	switching [µW]	total (µW)	internal [µW]
Combinational	0.00283	815	2280	1470
Clock	0.0000000127	0	0.000269	0.000269
Sequential	0	0	0	0
[critical path, stage by stage]
cell and delay [ns]:
buf_12 0.12, buf_12 0.14, buf_12 0.14, buf_6 0.11
a22oi_2 0.14, nand2_1 0.07, buf_2 0.13
[worst paths after layout]
| kind | to | slack [ns] | cells past startpoint |
|---|---|---|---|
| worst max-delay path | O_sel_data[8] | -0.25 | 7 |
| worst min-delay path | O_sel_data[7] | 0.68 | 4 |
[area by class of cell]
type               count  share of cell area
diodes                 2           0.0008828
repair buffers       375              0.6725
well taps            184             0.04061
multi-input cells    192              0.2860
[cell families after synthesis]
family,count (synthesis),share of synthesized area
buffers and inverters,28,0.2037
AND-OR/OR-AND,128,0.6481
AND/OR/NAND/NOR,64,0.1481
Power and IR drop assume default switching activity.

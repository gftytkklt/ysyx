File: flow/run.sh
#!/bin/bash
# OpenROAD 26Q1-2900-gdf79404cd8, Yosys 0.63+post, stock flow scripts
make -C /OpenROAD-flow-scripts/flow DESIGN_CONFIG=/design/flow/config.mk WORK_HOME=/design/flow/orfs finish
File: flow/config.mk
export PLATFORM = sky130hd
export DESIGN_NAME = ysyx_22040750_npc
export DESIGN_NICKNAME = ysyx_22040750_npc
export VERILOG_FILES = /design/flow/design.v
export SDC_FILE = /design/flow/constraint.sdc
export NUM_CORES = 4
export LEC_CHECK = 1
export CORE_UTILIZATION = 30
File: flow/constraint.sdc
current_design ysyx_22040750_npc

set clk_period 32.0
set clk_io_pct 0.2

create_clock -name clk0 -period $clk_period [get_ports {I_clk}]

set non_clock_inputs [all_inputs -no_clocks]
set_input_delay [expr $clk_period * $clk_io_pct] -clock clk0 $non_clock_inputs
set_output_delay [expr $clk_period * $clk_io_pct] -clock clk0 [all_outputs]
File: flow/design.v
`timescale 1ns / 1ps
module ysyx_22040750_mux_Nbit_Msel#(
    parameter N = 64,
    parameter M = 4
    )(
    input [N*M-1:0] I_sel_data,
    input [M-1:0] I_sel,
    output reg [N-1:0] O_sel_data
    );
    wire [N-1:0] sel_data [M-1:0];
    generate
    	for(genvar i = 0;i<M;i=i+1) begin
    	    assign sel_data[i] = I_sel_data[i*N +: N];  
    	end
    endgenerate
    always @(*) begin
    	O_sel_data = 0;
    	for (integer i=0;i<M;i=i+1) begin
    	    O_sel_data = O_sel_data | ({N{I_sel[i]}} & sel_data[i]);
    	end
    end
endmodule
`timescale 1ns / 1ps
module ysyx_22040750_npc(
    input I_clk,
    input I_rst,
    input I_pc_valid, 
    input I_pc_ready, 
    input I_IF_ID_valid, 
    input [31:0] I_rs1_data,
    input [31:0] I_imm,
    input [31:0] I_intr_pc,
    input [31:0] I_pc, 
    input [31:0] I_snpc, 
    input [2:0] I_dnpc_sel,
    output [31:0] O_dnpc
    );
    wire pc_handshake;
    wire [31:0] dnpc_src1,dnpc_src2, dnpc_sum, dnpc;
    reg [31:0] dnpc_reg;
    reg dnpc_reg_valid;
    wire dnpc_sel, intr_sel;
    wire store_dnpc; 
    assign dnpc_sel = ~(I_dnpc_sel[0] | I_dnpc_sel[2]);
    assign intr_sel = I_dnpc_sel[2];
    assign dnpc_src1 = I_imm;
    assign dnpc_src2 = I_dnpc_sel[1] ? I_rs1_data : I_pc;
    assign dnpc_sum = dnpc_src1 + dnpc_src2;
    assign pc_handshake = I_pc_ready && I_pc_valid;
    assign store_dnpc = (I_pc_valid && !I_pc_ready && !dnpc_reg_valid) || (I_IF_ID_valid && !pc_handshake && dnpc_sel) || (I_IF_ID_valid && dnpc_sel && (dnpc != O_dnpc));
    ysyx_22040750_mux_Nbit_Msel #(32, 3)
    nextpc_64bit_3sel (
	.I_sel_data({I_intr_pc,dnpc_sum,I_snpc}),
	.I_sel({intr_sel,dnpc_sel,I_dnpc_sel[0]}),
	.O_sel_data(dnpc)
    );
    always @(posedge I_clk)
        if(I_rst)
            dnpc_reg <= 0;
        else if(store_dnpc)
            dnpc_reg <= dnpc;
        else
            dnpc_reg <= dnpc_reg;
    always @(posedge I_clk)
        if(I_rst)
            dnpc_reg_valid <= 0;
        else if(store_dnpc)
            dnpc_reg_valid <= 1;
        else if(pc_handshake)
            dnpc_reg_valid <= 0;
        else
            dnpc_reg_valid <= dnpc_reg_valid;
    assign O_dnpc = dnpc_reg_valid ? dnpc_reg : {dnpc[31:1], dnpc[0]&(~I_dnpc_sel[1])};
endmodule
==> impl_metrics.json <==
{
  "core-area_sq_mm": 0.0188,
  "slew_violations": 0,
  "final_core_util": 0.430,
  "peakVddDrop_mv": 0.0222,
  "synth-main-ff-cell": "dfxtp_1",
  "ys_async_sr_fraction": 0,
  "tns_ns": 0,
  "rsz0062_at_grt": "false",
  "grt_max_degree": 45,
  "floorplan.core_util": 0.308,
  "ff_latch_area_sq_um": 661,
  "hold_slack_ns": 0.537,
  "critPathKind": "input port to primary output",
  "first_iter_violations": 483,
  "fillers": 1926,
  "syn_inst": 794,
  "outcome": "completed",
  "dp_hpwl_microns": 18900,
  "hold_violations": 0,
  "avgSynthCellArea_sq_um": 7.31,
  "largest_register_ffs": 32,
  "antenna_found_initial": 0,
  "vias_per_cell": 5.74,
  "powerDensity_mw_per_mm2": 31.5,
  "ys_seq_frac": 0.114,
  "post_cts_buffers": 0,
  "place_area_sq_mm": 0.00795,
  "warnings": 25,
  "drc": 0,
  "required_ns": 25.60,
  "wl_met3_microns": 1780,
  "yosys-stat-area_sq_mm": 0.00580,
  "clk_pin_slew_ns": 0.05,
  "cts_hold_repair.buffers": 0,
  "ys_types": 69,
  "floorplan.io_pins": 200,
  "grt_first_pass_wirelength_microns": 36600,
  "finalNonFillerCells": 1214,
  "finClkSkew_ns": 0.00520,
  "grt_pass1_vias": 6463,
  "logic_area_sq_mm": 0.00483,
  "areaGrowthSynthToFinish_pct": 39.4,
  "lay_top_cells": "clkdlybuf4s50_1, nor2_1, a21oi_1",
  "dpl_worst_slack_ns": 14.99,
  "fin_crit_ns": 17.01,
  "fin_area_sq_mm": 0.00809,
  "numCtsBuffers": 5,
  "yosysWarningCount": 2,
  "dieArea_sq_mm": 0.0199,
  "top_cell_area_share": 0.114,
  "cts_buffer_depth": 2,
  "tightest_slew_ns": 0.870,
  "cp-start-kind": "input port",
  "grt_usage": 0.240,
  "die.size.y_microns": 141,
  "routed.top_layer": "met4",
  "portBuffers": 199,
  "cts_tree": "yes",
  "place.gp.congestion": 0.920,
  "finalClockPeriodUsage": 0.531,
  "num_vias": 6964,
  "die_x_microns": 141,
  "relSlewSlack": 0.405,
  "fmax_mhz": 58.8,
  "ant_nets": 0,
  "netlist_area_sq_mm": 0.00580,
  "route.met2.wl_microns": 10300,
  "max-cap-violations": 0,
  "hold_class": "flip-flop to flip-flop",
  "placed_cells": 1206,
  "row_count": 50,
  "crit_fanout": 34,
  "synth_area_leader_cell": "dfxtp_1",
  "drt-pass1-iter-count": 7,
  "finalWirelength_microns": 23900,
  "m1WireLength_microns": 11300,
  "p_total_uw": 255,
  "yosysCellCount": 794,
  "antenna_cells": 0,
  "critPathArrivalTime_ns": 10.61,
  "ys.flops": 33,
  "grt-ovfl-total": 0,
  "leakage_nw": 3.14,
  "ctsRootBufferMaster": "clkbuf_16",
  "timing.final.ws_setup_ns": 14.99,
  "clock.latency.late_pin_ns": 0.28,
  "drive_gt1_frac": 0.104,
  "clock-sinks": 33,
  "finalSetupViolations": 0,
  "layout_top_cell": "clkdlybuf4s50_1",
  "cts_resized": 0,
  "crit_path_end_kind": "primary output",
  "cts_max_level": 2,
  "top_cells_by_area": "dfxtp_1, mux2_2, ha_1, a21oi_1, nor2_1",
  "edf_count": 0,
  "wl_per_cell_microns": 19.7
}
==> worst paths after layout <==
| path | from | endpoint | slack [ns] | depth (start not counted) |
|---|---|---|---|---|
| min reg2reg | dnpc_reg[10] | dnpc_reg[10] | 0.54 | 2 |
| max reg2reg | dnpc_reg_valid | dnpc_reg[10] | 28.06 | 13 |
| max | I_dnpc_sel[1] | O_dnpc[28] | 14.99 | 15 |
| min | dnpc_reg[10] | dnpc_reg[10] | 0.54 | 2 |
==> kinds of logic (layout without fill, tap and decap cells) <==
logic type               count (synthesis)  in the layout  synth area share
multiplexers                            65             65             0.123
AND-OR/OR-AND                          285            285             0.351
adder cells (fa/ha/maj)                 32             32            0.0703
buffers and inverters                   74            234            0.0546
XOR/XNOR                                23             23            0.0347
AND/OR/NAND/NOR                        282            282             0.253
flip-flops                              33             33             0.114
==> critical path, cell delays in order <==
cell and delay, ns:
buf_2 0.08, buf_4 0.40, mux2_2 0.24, ha_1 0.18, inv_1 0.07, fa_1 0.41, nand2b_1 0.20, a21oi_1 0.39
a31oi_1 0.21, a2111oi_2 0.63, o211ai_1 0.27, mux2_2 0.32, nor2_1 0.24, a21oi_1 0.11, clkdlybuf4s50_1 0.44
==> per-layer routing <==
metal | vias to the layer above | GRT usage
met5 | - | 0
met4 | 0 | 0.0561
met3 | 35 | 0.0291
met2 | 271 | 0.367
met1 | 3224 | 0.359
li1 | 3434 | -
==> power breakdown <==
part	switching, mW	internal [mW]	total [mW]
clock	0.0177	0.0286	0.0462
sequential	0.00632	0.0462	0.0525
combinational	0.0807	0.0755	0.156
==> Yosys cell counts, drive strengths merged, types with 17 or more instances <==
cell / number
a21oi: 67
a22oi: 22
a31oi: 17
buf: 27
clkbuf: 33
dfxtp: 33
ha: 31
mux2: 48
mux2i: 17
nand2: 59
nand3: 29
nor2: 67
nor3: 23
o211a: 18
o21ai: 45
or4: 19
==> area by class of cell <==
type | count | area share
multi-input combinational | 687 | 0.597
timing repair buffer | 212 | 0.258
sequential | 33 | 0.0817
tap | 260 | 0.0402
clock buffer | 6 | 0.0159
inverter | 14 | 0.00650
clock inverter | 2 | 0.00124
Power and IR drop assume default switching activity.
